File: ./run.sh
#!/bin/bash
# OpenROAD 26Q1-2900-gdf79404cd8, Yosys 0.63+post, stock flow scripts
make -C /OpenROAD-flow-scripts/flow DESIGN_CONFIG=/design/flow/config.mk WORK_HOME=/design/flow/orfs finish
File: ./config.mk
export PLATFORM = sky130hd
export DESIGN_NAME = fir_filter
export DESIGN_NICKNAME = fir_filter
export VERILOG_FILES = /design/flow/design.v
export SDC_FILE = /design/flow/constraint.sdc
export NUM_CORES = 4
export LEC_CHECK = 1
export CORE_UTILIZATION = 50
File: ./constraint.sdc
current_design fir_filter

set clk_period 23.5
set clk_io_pct 0.2

create_clock -name clk0 -period $clk_period [get_ports {clk}]

set non_clock_inputs [all_inputs -no_clocks]
set_input_delay [expr $clk_period * $clk_io_pct] -clock clk0 $non_clock_inputs
set_output_delay [expr $clk_period * $clk_io_pct] -clock clk0 [all_outputs]
File: ./design.v
module fir_filter (
    input wire clk,                  
    input wire rst,                  
    input wire signed [15:0] data_in,  
    output reg signed [31:0] data_out  
);
localparam TAPS = 100;
localparam signed [15:0] COEFF_0 = -16'sd5;
localparam signed [15:0] COEFF_1 = -16'sd14;
localparam signed [15:0] COEFF_2 = -16'sd18;
localparam signed [15:0] COEFF_3 = -16'sd16;
localparam signed [15:0] COEFF_4 = -16'sd6;
localparam signed [15:0] COEFF_5 = 16'sd7;
localparam signed [15:0] COEFF_6 = 16'sd21;
localparam signed [15:0] COEFF_7 = 16'sd30;
localparam signed [15:0] COEFF_8 = 16'sd28;
localparam signed [15:0] COEFF_9 = 16'sd12;
localparam signed [15:0] COEFF_10 = -16'sd13;
localparam signed [15:0] COEFF_11 = -16'sd41;
localparam signed [15:0] COEFF_12 = -16'sd57;
localparam signed [15:0] COEFF_13 = -16'sd52;
localparam signed [15:0] COEFF_14 = -16'sd22;
localparam signed [15:0] COEFF_15 = 16'sd25;
localparam signed [15:0] COEFF_16 = 16'sd75;
localparam signed [15:0] COEFF_17 = 16'sd103;
localparam signed [15:0] COEFF_18 = 16'sd93;
localparam signed [15:0] COEFF_19 = 16'sd39;
localparam signed [15:0] COEFF_20 = -16'sd44;
localparam signed [15:0] COEFF_21 = -16'sd127;
localparam signed [15:0] COEFF_22 = -16'sd174;
localparam signed [15:0] COEFF_23 = -16'sd155;
localparam signed [15:0] COEFF_24 = -16'sd65;
localparam signed [15:0] COEFF_25 = 16'sd72;
localparam signed [15:0] COEFF_26 = 16'sd207;
localparam signed [15:0] COEFF_27 = 16'sd281;
localparam signed [15:0] COEFF_28 = 16'sd249;
localparam signed [15:0] COEFF_29 = 16'sd104;
localparam signed [15:0] COEFF_30 = -16'sd114;
localparam signed [15:0] COEFF_31 = -16'sd327;
localparam signed [15:0] COEFF_32 = -16'sd444;
localparam signed [15:0] COEFF_33 = -16'sd394;
localparam signed [15:0] COEFF_34 = -16'sd165;
localparam signed [15:0] COEFF_35 = 16'sd182;
localparam signed [15:0] COEFF_36 = 16'sd526;
localparam signed [15:0] COEFF_37 = 16'sd720;
localparam signed [15:0] COEFF_38 = 16'sd648;
localparam signed [15:0] COEFF_39 = 16'sd277;
localparam signed [15:0] COEFF_40 = -16'sd312;
localparam signed [15:0] COEFF_41 = -16'sd929;
localparam signed [15:0] COEFF_42 = -16'sd1321;
localparam signed [15:0] COEFF_43 = -16'sd1250;
localparam signed [15:0] COEFF_44 = -16'sd570;
localparam signed [15:0] COEFF_45 = 16'sd704;
localparam signed [15:0] COEFF_46 = 16'sd2387;
localparam signed [15:0] COEFF_47 = 16'sd4154;
localparam signed [15:0] COEFF_48 = 16'sd5622;
localparam signed [15:0] COEFF_49 = 16'sd6454;
localparam signed [15:0] COEFF_50 = 16'sd6454;
localparam signed [15:0] COEFF_51 = 16'sd5622;
localparam signed [15:0] COEFF_52 = 16'sd4154;
localparam signed [15:0] COEFF_53 = 16'sd2387;
localparam signed [15:0] COEFF_54 = 16'sd704;
localparam signed [15:0] COEFF_55 = -16'sd570;
localparam signed [15:0] COEFF_56 = -16'sd1250;
localparam signed [15:0] COEFF_57 = -16'sd1321;
localparam signed [15:0] COEFF_58 = -16'sd929;
localparam signed [15:0] COEFF_59 = -16'sd312;
localparam signed [15:0] COEFF_60 = 16'sd277;
localparam signed [15:0] COEFF_61 = 16'sd648;
localparam signed [15:0] COEFF_62 = 16'sd720;
localparam signed [15:0] COEFF_63 = 16'sd526;
localparam signed [15:0] COEFF_64 = 16'sd182;
localparam signed [15:0] COEFF_65 = -16'sd165;
localparam signed [15:0] COEFF_66 = -16'sd394;
localparam signed [15:0] COEFF_67 = -16'sd444;
localparam signed [15:0] COEFF_68 = -16'sd327;
localparam signed [15:0] COEFF_69 = -16'sd114;
localparam signed [15:0] COEFF_70 = 16'sd104;
localparam signed [15:0] COEFF_71 = 16'sd249;
localparam signed [15:0] COEFF_72 = 16'sd281;
localparam signed [15:0] COEFF_73 = 16'sd207;
localparam signed [15:0] COEFF_74 = 16'sd72;
localparam signed [15:0] COEFF_75 = -16'sd65;
localparam signed [15:0] COEFF_76 = -16'sd155;
localparam signed [15:0] COEFF_77 = -16'sd174;
localparam signed [15:0] COEFF_78 = -16'sd127;
localparam signed [15:0] COEFF_79 = -16'sd44;
localparam signed [15:0] COEFF_80 = 16'sd39;
localparam signed [15:0] COEFF_81 = 16'sd93;
localparam signed [15:0] COEFF_82 = 16'sd103;
localparam signed [15:0] COEFF_83 = 16'sd75;
localparam signed [15:0] COEFF_84 = 16'sd25;
localparam signed [15:0] COEFF_85 = -16'sd22;
localparam signed [15:0] COEFF_86 = -16'sd52;
localparam signed [15:0] COEFF_87 = -16'sd57;
localparam signed [15:0] COEFF_88 = -16'sd41;
localparam signed [15:0] COEFF_89 = -16'sd13;
localparam signed [15:0] COEFF_90 = 16'sd12;
localparam signed [15:0] COEFF_91 = 16'sd28;
localparam signed [15:0] COEFF_92 = 16'sd30;
localparam signed [15:0] COEFF_93 = 16'sd21;
localparam signed [15:0] COEFF_94 = 16'sd7;
localparam signed [15:0] COEFF_95 = -16'sd6;
localparam signed [15:0] COEFF_96 = -16'sd16;
localparam signed [15:0] COEFF_97 = -16'sd18;
localparam signed [15:0] COEFF_98 = -16'sd14;
localparam signed [15:0] COEFF_99 = -16'sd5;
reg signed [15:0] shift_reg[TAPS-1:0];
reg signed [31:0] temp_data_out;   
integer i;
always @(posedge clk) begin
    if (rst) begin
        for (i = 0; i < TAPS; i = i + 1) begin
            shift_reg[i] <= 0;
        end
        temp_data_out <= 0;
        data_out <= 0;
    end else begin
        for (i = TAPS-1; i > 0; i = i - 1) begin
            shift_reg[i] <= shift_reg[i - 1];
        end
        shift_reg[0] <= data_in;
        temp_data_out = 0;
        temp_data_out = temp_data_out + shift_reg[0] * COEFF_0;
        temp_data_out = temp_data_out + shift_reg[1] * COEFF_1;
        temp_data_out = temp_data_out + shift_reg[2] * COEFF_2;
        temp_data_out = temp_data_out + shift_reg[3] * COEFF_3;
        temp_data_out = temp_data_out + shift_reg[4] * COEFF_4;
        temp_data_out = temp_data_out + shift_reg[5] * COEFF_5;
        temp_data_out = temp_data_out + shift_reg[6] * COEFF_6;
        temp_data_out = temp_data_out + shift_reg[7] * COEFF_7;
        temp_data_out = temp_data_out + shift_reg[8] * COEFF_8;
        temp_data_out = temp_data_out + shift_reg[9] * COEFF_9;
        temp_data_out = temp_data_out + shift_reg[10] * COEFF_10;
        temp_data_out = temp_data_out + shift_reg[11] * COEFF_11;
        temp_data_out = temp_data_out + shift_reg[12] * COEFF_12;
        temp_data_out = temp_data_out + shift_reg[13] * COEFF_13;
        temp_data_out = temp_data_out + shift_reg[14] * COEFF_14;
        temp_data_out = temp_data_out + shift_reg[15] * COEFF_15;
        temp_data_out = temp_data_out + shift_reg[16] * COEFF_16;
        temp_data_out = temp_data_out + shift_reg[17] * COEFF_17;
        temp_data_out = temp_data_out + shift_reg[18] * COEFF_18;
        temp_data_out = temp_data_out + shift_reg[19] * COEFF_19;
        temp_data_out = temp_data_out + shift_reg[20] * COEFF_20;
        temp_data_out = temp_data_out + shift_reg[21] * COEFF_21;
        temp_data_out = temp_data_out + shift_reg[22] * COEFF_22;
        temp_data_out = temp_data_out + shift_reg[23] * COEFF_23;
        temp_data_out = temp_data_out + shift_reg[24] * COEFF_24;
        temp_data_out = temp_data_out + shift_reg[25] * COEFF_25;
        temp_data_out = temp_data_out + shift_reg[26] * COEFF_26;
        temp_data_out = temp_data_out + shift_reg[27] * COEFF_27;
        temp_data_out = temp_data_out + shift_reg[28] * COEFF_28;
        temp_data_out = temp_data_out + shift_reg[29] * COEFF_29;
        temp_data_out = temp_data_out + shift_reg[30] * COEFF_30;
        temp_data_out = temp_data_out + shift_reg[31] * COEFF_31;
        temp_data_out = temp_data_out + shift_reg[32] * COEFF_32;
        temp_data_out = temp_data_out + shift_reg[33] * COEFF_33;
        temp_data_out = temp_data_out + shift_reg[34] * COEFF_34;
        temp_data_out = temp_data_out + shift_reg[35] * COEFF_35;
        temp_data_out = temp_data_out + shift_reg[36] * COEFF_36;
        temp_data_out = temp_data_out + shift_reg[37] * COEFF_37;
        temp_data_out = temp_data_out + shift_reg[38] * COEFF_38;
        temp_data_out = temp_data_out + shift_reg[39] * COEFF_39;
        temp_data_out = temp_data_out + shift_reg[40] * COEFF_40;
        temp_data_out = temp_data_out + shift_reg[41] * COEFF_41;
        temp_data_out = temp_data_out + shift_reg[42] * COEFF_42;
        temp_data_out = temp_data_out + shift_reg[43] * COEFF_43;
        temp_data_out = temp_data_out + shift_reg[44] * COEFF_44;
        temp_data_out = temp_data_out + shift_reg[45] * COEFF_45;
        temp_data_out = temp_data_out + shift_reg[46] * COEFF_46;
        temp_data_out = temp_data_out + shift_reg[47] * COEFF_47;
        temp_data_out = temp_data_out + shift_reg[48] * COEFF_48;
        temp_data_out = temp_data_out + shift_reg[49] * COEFF_49;
        temp_data_out = temp_data_out + shift_reg[50] * COEFF_50;
        temp_data_out = temp_data_out + shift_reg[51] * COEFF_51;
        temp_data_out = temp_data_out + shift_reg[52] * COEFF_52;
        temp_data_out = temp_data_out + shift_reg[53] * COEFF_53;
        temp_data_out = temp_data_out + shift_reg[54] * COEFF_54;
        temp_data_out = temp_data_out + shift_reg[55] * COEFF_55;
        temp_data_out = temp_data_out + shift_reg[56] * COEFF_56;
        temp_data_out = temp_data_out + shift_reg[57] * COEFF_57;
        temp_data_out = temp_data_out + shift_reg[58] * COEFF_58;
        temp_data_out = temp_data_out + shift_reg[59] * COEFF_59;
        temp_data_out = temp_data_out + shift_reg[60] * COEFF_60;
        temp_data_out = temp_data_out + shift_reg[61] * COEFF_61;
        temp_data_out = temp_data_out + shift_reg[62] * COEFF_62;
        temp_data_out = temp_data_out + shift_reg[63] * COEFF_63;
        temp_data_out = temp_data_out + shift_reg[64] * COEFF_64;
        temp_data_out = temp_data_out + shift_reg[65] * COEFF_65;
        temp_data_out = temp_data_out + shift_reg[66] * COEFF_66;
        temp_data_out = temp_data_out + shift_reg[67] * COEFF_67;
        temp_data_out = temp_data_out + shift_reg[68] * COEFF_68;
        temp_data_out = temp_data_out + shift_reg[69] * COEFF_69;
        temp_data_out = temp_data_out + shift_reg[70] * COEFF_70;
        temp_data_out = temp_data_out + shift_reg[71] * COEFF_71;
        temp_data_out = temp_data_out + shift_reg[72] * COEFF_72;
        temp_data_out = temp_data_out + shift_reg[73] * COEFF_73;
        temp_data_out = temp_data_out + shift_reg[74] * COEFF_74;
        temp_data_out = temp_data_out + shift_reg[75] * COEFF_75;
        temp_data_out = temp_data_out + shift_reg[76] * COEFF_76;
        temp_data_out = temp_data_out + shift_reg[77] * COEFF_77;
        temp_data_out = temp_data_out + shift_reg[78] * COEFF_78;
        temp_data_out = temp_data_out + shift_reg[79] * COEFF_79;
        temp_data_out = temp_data_out + shift_reg[80] * COEFF_80;
        temp_data_out = temp_data_out + shift_reg[81] * COEFF_81;
        temp_data_out = temp_data_out + shift_reg[82] * COEFF_82;
        temp_data_out = temp_data_out + shift_reg[83] * COEFF_83;
        temp_data_out = temp_data_out + shift_reg[84] * COEFF_84;
        temp_data_out = temp_data_out + shift_reg[85] * COEFF_85;
        temp_data_out = temp_data_out + shift_reg[86] * COEFF_86;
        temp_data_out = temp_data_out + shift_reg[87] * COEFF_87;
        temp_data_out = temp_data_out + shift_reg[88] * COEFF_88;
        temp_data_out = temp_data_out + shift_reg[89] * COEFF_89;
        temp_data_out = temp_data_out + shift_reg[90] * COEFF_90;
        temp_data_out = temp_data_out + shift_reg[91] * COEFF_91;
        temp_data_out = temp_data_out + shift_reg[92] * COEFF_92;
        temp_data_out = temp_data_out + shift_reg[93] * COEFF_93;
        temp_data_out = temp_data_out + shift_reg[94] * COEFF_94;
        temp_data_out = temp_data_out + shift_reg[95] * COEFF_95;
        temp_data_out = temp_data_out + shift_reg[96] * COEFF_96;
        temp_data_out = temp_data_out + shift_reg[97] * COEFF_97;
        temp_data_out = temp_data_out + shift_reg[98] * COEFF_98;
        temp_data_out = temp_data_out + shift_reg[99] * COEFF_99;
        data_out <= temp_data_out;
    end
end
endmodule
==> results.toml <==
# physical design summary
[status]
status = "finished, final reports clean"

[drt]
drc_errors = 0
wl_per_cell_um = 27.4
first_pass_iters = 26
ant_nets = 0
drt-total-wl_mm = 1110
avgViaCountPerCell = 4.97
drt_iter0_drc = 8900
vias = 202000

[setup_path]
r2r-start = "shift_reg[33][0]$_SDFF_PP0_"
setup.worst_path.end_class = "flop"
path_class = "flop to flop"
path_max_fanout = 6
worstPathRequired_ns = 24.42
start_kind = "flop"
startpoint = "shift_reg[33][0]$_SDFF_PP0_"
timing.rr.end = "data_out[31]$_SDFF_PP0_"
reg2reg_slack_ns = 7.53
max_stage_delay_ns = 0.74
r2r_cells = 51
path_common_cell = "fa_1"
cp.arrival_ns = 16.89
crit_slowest_cell = "xor2_1"

[logic_synthesis]
synth_area_um2 = 322000
ys_ff = 1632
synthDistinctLibCells = 84
edf_count = 0
top_area_frac = 0.431
avgSynthCellArea_um2 = 10.2
ys_chip_area_um2 = 322000
yosys-top-cells-area = "fa_1 (43%), ha_1 (21%), inv_1 (12%)"
ys_cells = 31600
ys_async_sr_fraction = 0
synth_seq_share = 0.102
yosys_most_used_dff = "dfxtp_1"
ys_warn_count = 2
synth_top_cell_by_area = "fa_1"
synth_cells = 31600

[cts]
cts_buffers = 236
cts_tree = "done"
postCtsSetupBuffers = 0
clkTransAtPathRegs_ns = 0.07
cts_buffer_depth = 4
post_cts_resized = 0
hold_buffers = 0
htreeDepth = 4
cts-root-buf = "clkbuf_16"
clock-sinks = 1632
clk_latency_ns = 1.09

[global_routing]
gr-total-overflow = 0
grt_usage = 0.385
first_global_vias = 224000
grt_max_degree = 110
grt_pass1_wl_mm = 1610
antenna_found_initial = 56

[timing]
whs_ns = 0.452
finalHoldViolations = 0
rsz0062_at_grt = "false"
fmax_mhz = 62.6
finalSetupTns_ns = 0
worst_pin_slew_ns = 1.11
maxSlewViolCount = 0
fin_skew_ns = 0.0992
fin_crit_sh = 0.679
max_slew_margin = 0.251
fin_ws_ns = 7.53
setup_viol = 0
fin_crit_ns = 15.97

[layout]
nFillCells = 57100
layout.cells.non_filler = 40700
lay_top_count = "inv_1"
syn_to_final_growth_pct = 6.37
drive_gt1_frac = 0.0232
largest_reg_flops = 1600
layout_top_cells = "inv_1 (10500), fa_1 (6916), ha_1 (5525), nor2_1 (1650), dfxtp_1 (1630)"
fin_util = 0.534

[placement]
place.gp.congestion = 1.08
io_buffers = 49
preCtsSetupSlack_ns = 7.62
dp.cells = 40200
hpwl_mm = 1020

[floorplanning]
die-area_um2 = 646000
die_h_um = 804
dieWidth_um = 804
ios = 50
std_cell_rows = 294
fp-utilization = 0.502
core_um2 = 641000

[hold_path]
hold_path.class = "flop to flop"
hold_path_end = "shift_reg[10][14]$_SDFF_PP0_"
min_path_cells = 1
hold_start = "shift_reg[9][14]$_SDFF_PP0_"

[job]
warnings = 444
drv_cap = 0
-- cell usage after synthesis (17+ instances only) --
| cell | n |
|---|---|
| mux2i_1 | 46 |
| or2_2 | 66 |
| a211oi_1 | 49 |
| a31oi_1 | 44 |
| and3_1 | 66 |
| a211o_1 | 17 |
| a21oi_1 | 656 |
| o21bai_1 | 110 |
| and2_1 | 33 |
| nand2_1 | 375 |
| xor2_1 | 381 |
| o31a_1 | 21 |
| inv_1 | 10500 |
| dfxtp_1 | 1632 |
| nand4_1 | 17 |
| nand2b_1 | 127 |
| mux2_2 | 30 |
| a21o_1 | 204 |
| clkbuf_1 | 227 |
| a41oi_1 | 18 |
| a21boi_0 | 57 |
| nor2_1 | 1650 |
| o41ai_1 | 32 |
| o21ai_0 | 442 |
| o211ai_1 | 45 |
| o31ai_1 | 50 |
| o21a_1 | 82 |
| nor4_1 | 28 |
| ha_1 | 5525 |
| nand3_1 | 170 |
| nor2b_1 | 598 |
| nor3_1 | 169 |
| o21ai_1 | 23 |
| xnor2_1 | 917 |
| fa_1 | 6917 |
| or3_1 | 53 |
| o311ai_0 | 24 |
| a311oi_1 | 20 |
-- how the worst max path moves through the flow --
stage                 cells after the start  slack [ns]                       to
after CTS                                51        7.50  data_out[31]$_SDFF_PP0_
after global routing                     53        6.48  data_out[31]$_SDFF_PP0_
final                                    51        7.53  data_out[31]$_SDFF_PP0_
-- worst max-delay path: cells and delay by family, from the launching register on --
| family | cells | cell delay [ns] |
|---|---|---|
| DFF | 1 | 0.54 |
| buffers and inverters | 11 | 0.60 |
| AOI/OAI and AO/OA | 14 | 3.35 |
| and+or+nand+nor | 2 | 0.20 |
| adders and majority gates | 22 | 10.00 |
| xor gates and xnor gates | 2 | 1.12 |
-- stage by stage --
stage          instance area [um2]
2_1_floorplan               322000
3_3_place_gp                333000
4_1_cts                     342000
3_5_place_dp                333000
6_report                    342000
5_1_grt                     342000
-- layer usage --
layer  up-vias  GRT usage  share of wire
li1      93900          -              -
met1    101000      0.502           0.36
met2      5487      0.543           0.44
met3      1428      0.222           0.14
met4        34      0.166          0.062
met5         -    0.00612        0.00063
-- cell families (layout without fill, tap and decap cells) --
family / Yosys count / in the layout / share of synthesized area
buffers and inverters: 10800 / 11200 / 0.126
flip-flops: 1632 / 1632 / 0.102
multiplexers: 76 / 76 / 0.00248
other: 0 / 44 / 0
XOR/XNOR: 1304 / 1304 / 0.0358
AND-OR/OR-AND: 2027 / 2027 / 0.0398
AND/OR/NAND/NOR: 3389 / 3389 / 0.0491
adder cells (fa/ha/maj): 12400 / 12400 / 0.646
-- cell type report --
class                           instances  area, um2  area share
Antenna cell                           44        110    0.000322
Clock inverter                        165       2330     0.00682
Sequential cell                      1632      32700      0.0955
Inverter                            10500      39500       0.116
Clock buffer                          272       6250      0.0183
Tap cell                             8584      10700      0.0314
Multi-Input combinational cell      19200     249000       0.727
Timing Repair Buffer                  231       1890     0.00552
